File: design/flow/design.v
`timescale 1ns / 1ps
module baud_gen #(parameter [16:0]  freq= 115200)   
( 
    input clk, 
    input rst, 
    input baud_en, 
    output count_8x_ready, 
    output count_baud_ready 
); 
    localparam integer clk_freq = 100000000;  
    reg count_8x_ready_reg,count_baud_ready_reg; 
    reg [13:0] counter_8x; 
    reg [2:0] counter_baud; 
    always @(posedge clk) begin 
        if(rst==1'b1) begin 
            counter_baud <= 3'b0;  
            count_baud_ready_reg <= 0;  
            counter_8x <= 13'b0;  
            count_8x_ready_reg <= 0;  
        end 
        else if (baud_en == 1) begin 
            if(counter_8x ==((clk_freq/(freq*8))-1)) begin  
                counter_8x <= 13'b0; 
                count_8x_ready_reg <= 1; 
                if(counter_baud == 7) begin 
                    counter_baud <= 3'b0; 
                    count_baud_ready_reg <= 1; 
                end 
                else begin  
                    counter_baud <= counter_baud + 1; 
                    count_baud_ready_reg <= 0; 
                end 
            end 
            else begin  
                counter_8x <= counter_8x + 1; 
                count_8x_ready_reg <= 0; 
                count_baud_ready_reg <= 0; 
            end 
        end  
        else begin 
            count_8x_ready_reg <= 0; 
            counter_8x <= 13'b0; 
            counter_baud <= 3'b0; 
            count_baud_ready_reg <= 0; 
        end      
    end 
    assign count_8x_ready = count_8x_ready_reg; 
    assign count_baud_ready = count_baud_ready_reg; 
endmodule   
`timescale 1ns / 1ps
module uart_rx #(
    parameter [16:0] freq = 115200
)(
    input  wire       clk,
    input  wire       rst,
    input  wire       d_in,
    input  wire       rx_en,
    input  wire       rx_count_8x_ready,
    input  wire       rx_count_baud_ready,
    output reg        rx_baud_en,
    output reg  [7:0] d_out,
    output reg        start,
    output reg        busy,
    output wire       done
);
    reg done_reg;
    reg [2:0] bit_in;          
    reg [2:0] sample_cnt;      
    reg [3:0] ones_cnt;        
    reg [2:0] half_cnt;        
    reg [7:0] shift_reg;
    localparam IDLE  = 2'b00;
    localparam START = 2'b01;
    localparam DATA  = 2'b10;
    localparam STOP  = 2'b11;
    reg [1:0] state;
    assign done = done_reg;
    always @(posedge clk) begin
        if (rst) begin
            state      <= IDLE;
            d_out      <= 8'h00;
            shift_reg  <= 8'h00;
            start      <= 1'b0;
            busy       <= 1'b0;
            done_reg   <= 1'b0;
            rx_baud_en <= 1'b0;
            bit_in     <= 3'd0;
            sample_cnt <= 3'd0;
            ones_cnt   <= 4'd0;
            half_cnt   <= 3'd0;
        end else begin
            done_reg <= 1'b0;  
            case (state)
                IDLE: begin
                    start      <= 1'b0;
                    busy       <= 1'b0;
                    rx_baud_en <= 1'b0;
                    bit_in     <= 3'd0;
                    sample_cnt <= 3'd0;
                    ones_cnt   <= 4'd0;
                    half_cnt   <= 3'd0;
                    if (rx_en && (d_in == 1'b0)) begin
                        state      <= START;
                        start      <= 1'b1;
                        busy       <= 1'b1;
                        rx_baud_en <= 1'b1;
                        half_cnt   <= 3'd0;
                        sample_cnt <= 3'd0;  
                    end
                end
                START: begin
                    start <= 1'b1;
                    busy  <= 1'b1;
                    if (rx_count_8x_ready) begin
                        if (half_cnt < 3'd3) begin
                            half_cnt <= half_cnt + 1'b1;    
                        end else begin
                            if (d_in == 1'b0) begin
                                state      <= DATA;
                                start      <= 1'b0;
                                bit_in     <= 3'd0;
                                sample_cnt <= 3'd0;
                            end else begin
                                state      <= IDLE;
                                start      <= 1'b0;
                                busy       <= 1'b0;
                                rx_baud_en <= 1'b0;
                            end
                        end
                    end
                end
                DATA: begin
                    busy <= 1'b1;
                    if (rx_count_8x_ready) begin
                        if (sample_cnt == 3'd7) begin
                            shift_reg <= { d_in, shift_reg[7:1] };
                            sample_cnt <= 3'd0;
                            if (bit_in == 3'd7) begin
                                state  <= STOP;
                                bit_in <= 3'd0;
                            end else begin
                                bit_in <= bit_in + 1'b1;
                            end
                        end else begin
                            sample_cnt <= sample_cnt + 1'b1;
                        end
                    end
                end
                STOP: begin
                    busy <= 1'b1;
                    if (rx_count_baud_ready) begin
                        d_out      <= shift_reg;
                        done_reg   <= 1'b1;
                        busy       <= 1'b0;
                        rx_baud_en <= 1'b0;
                        state      <= IDLE;
                    end
                end
                default: state <= IDLE;
            endcase
        end
    end
endmodule
`timescale 1ns / 1ps
module uart_top #(
    parameter [16:0] freq = 115200
)(
    input  wire       clk,
    input  wire       rst,
    input  wire       tx_en,
    input  wire       rx_en,
    input  wire [7:0] tx_d_in,
    input  wire       rx_serial_in,
    output wire       tx_serial_out,
    output wire [7:0] rx_d_out,
    output wire       tx_start,
    output wire       tx_busy,
    output wire       tx_done,
    output wire       rx_start,
    output wire       rx_busy,
    output wire       rx_done
);
    wire count_8x_ready;
    wire count_baud_ready;
    wire tx_baud_en;
    wire rx_baud_en;
    wire baud_en_top;
    assign baud_en_top = tx_baud_en | rx_baud_en;    
    baud_gen #(.freq(freq)) u_baud (
        .clk             (clk),
        .rst             (rst),
        .baud_en         (baud_en_top),
        .count_8x_ready  (count_8x_ready),
        .count_baud_ready(count_baud_ready)
    );
    uart_tx #(.freq(freq)) u_tx (
        .clk               (clk),
        .rst               (rst),
        .d_in              (tx_d_in),
        .tx_en             (tx_en),
        .tx_count_baud_ready(count_baud_ready),
        .tx_baud_en        (tx_baud_en),
        .seri_out          (tx_serial_out),
        .start             (tx_start),
        .busy              (tx_busy),
        .done              (tx_done)
    );
    uart_rx #(.freq(freq)) u_rx (
        .clk                (clk),
        .rst                (rst),
        .d_in               (rx_serial_in),
        .rx_en              (rx_en),
        .rx_count_8x_ready  (count_8x_ready),
        .rx_count_baud_ready(count_baud_ready),
        .rx_baud_en         (rx_baud_en),
        .d_out              (rx_d_out),
        .start              (rx_start),
        .busy               (rx_busy),
        .done               (rx_done)
    );
endmodule
`timescale 1ns / 1ps
module uart_tx #(
    parameter [16:0] freq = 115200
)(
    input  wire       clk,
    input  wire       rst,
    input  wire [7:0] d_in,
    input  wire       tx_en,
    input  wire       tx_count_baud_ready,
    output reg        tx_baud_en,
    output wire       seri_out,
    output reg        start,
    output reg        busy,
    output wire       done
);
    reg done_reg;
    reg seri_out_reg;
    reg [2:0] bit_in;
    reg [7:0] buffer;
    localparam IDLE  = 2'b00;
    localparam START = 2'b01;
    localparam DATA  = 2'b10;
    localparam STOP  = 2'b11;
    reg [1:0] state;
    assign seri_out = seri_out_reg;
    assign done     = done_reg;
    always @(posedge clk) begin
        if (rst) begin
            state        <= IDLE;
            done_reg     <= 1'b0;
            start        <= 1'b0;
            busy         <= 1'b0;
            seri_out_reg <= 1'b1;   
            tx_baud_en   <= 1'b0;
            bit_in       <= 3'd0;
            buffer       <= 8'h00;
        end else begin
            case (state)
                IDLE: begin
                    done_reg     <= 1'b0;
                    seri_out_reg <= 1'b1;
                    tx_baud_en   <= 1'b0;
                    busy         <= 1'b0;
                    start        <= 1'b0;
                    if (tx_en) begin
                        state  <= START;
                        buffer <= d_in;
                        bit_in <= 3'd0;
                    end
                end
                START: begin
                    start        <= 1'b1;
                    busy         <= 1'b1;
                    seri_out_reg <= 1'b0;    
                    tx_baud_en   <= 1'b1;    
                    if (tx_count_baud_ready) begin
                        state <= DATA;
                    end
                end
                DATA: begin
                    start        <= 1'b0;
                    busy         <= 1'b1;
                    seri_out_reg <= buffer[0];  
                    if (tx_count_baud_ready) begin
                        if (bit_in == 3'd7) begin
                            state  <= STOP;
                            bit_in <= 3'd0;
                        end else begin
                            buffer <= buffer >> 1;
                            bit_in <= bit_in + 1'b1;
                        end
                    end
                end
                STOP: begin
                    busy         <= 1'b1;
                    seri_out_reg <= 1'b1;  
                    if (tx_count_baud_ready) begin
                        state      <= IDLE;
                        tx_baud_en <= 1'b0;
                        busy       <= 1'b0;
                        done_reg   <= 1'b1;  
                    end else begin
                        done_reg <= 1'b0;
                    end
                end
                default: state <= IDLE;
            endcase
        end
    end
endmodule
File: design/flow/run.sh
#!/bin/bash
# OpenROAD 26Q1-2900-gdf79404cd8, Yosys 0.63+post, stock flow scripts
make -C /OpenROAD-flow-scripts/flow DESIGN_CONFIG=/design/flow/config.mk WORK_HOME=/design/flow/orfs finish
File: design/flow/constraint.sdc
current_design uart_top

set clk_period 4.1
set clk_io_pct 0.2

create_clock -name clk0 -period $clk_period [get_ports {clk}]

set non_clock_inputs [all_inputs -no_clocks]
set_input_delay [expr $clk_period * $clk_io_pct] -clock clk0 $non_clock_inputs
set_output_delay [expr $clk_period * $clk_io_pct] -clock clk0 [all_outputs]
File: design/flow/config.mk
export PLATFORM = sky130hd
export DESIGN_NAME = uart_top
export DESIGN_NICKNAME = uart_top
export VERILOG_FILES = /design/flow/design.v
export SDC_FILE = /design/flow/constraint.sdc
export NUM_CORES = 4
export LEC_CHECK = 1
export CORE_UTILIZATION = 50
==> results.json <==
{
  "rows": 27,
  "firstDrtPassIters": 4,
  "stdcell_area_um2": 3460,
  "cts_root_buf": "clkbuf_8",
  "syn_inst": 317,
  "cts.htree.levels": 3,
  "max_freq_mhz": 438,
  "ys_async_sr_fraction_pct": 0,
  "cts-resized-gates": 0,
  "rsz0062_at_grt": "no",
  "slew_violations": 0,
  "syn_area_per_cell_um2": 9.26,
  "reg2reg_slack_ns": 2.00,
  "finalClockSkew_ns": 0.00698,
  "postCtsHoldBufs": 0,
  "max_slew.worst_pin.slew_ns": 0.776,
  "drt_iter0_drc": 84,
  "clk_transition_reported_paths_ns": 0.08,
  "tool_warnings": 26,
  "p_total_mw": 1.42,
  "grt_first_pass_wirelength_um": 9490,
  "synth.distinct_cells": 41,
  "clock_path_buffers": 2,
  "crit_chain": "clkdlybuf4s50_1, a21oi_1, o21ai_0",
  "die_w_um": 78.6,
  "relSlewSlack_pct": 48.0,
  "hold_viol": 0,
  "finalCritPeriodShare_pct": 55.7,
  "ys_cells": 317,
  "syn_area_um2": 2930,
  "critPathKind": "input pin to register",
  "die-area_um2": 6180,
  "ant_nets": 0,
  "critical_path_required_ns": 4.29,
  "ir_drop_mv": 0.253,
  "largest_register": "u_baud.counter_8x",
  "layout_top_cell": "dfxtp_1",
  "synth-edff-count": 0,
  "worst_path_largest_cell_delay_ns": 0.74,
  "ys_area_um2": 2930,
  "clock_sinks": 72,
  "routed_wl_um": 5390,
  "lay_top_cells": "dfxtp_1 (72), nor2_1 (40), clkdlybuf4s50_1 (27)",
  "cts_tree": "built",
  "worst_slack_ns": 1.82,
  "cts_setup_buffers": 0,
  "insertedDiodeCount": 0,
  "fin_cells": 417,
  "globalRouteOverflowTotal": 0,
  "grt_max_degree": 28,
  "io_buffers": 27,
  "track_usage_pct": 19.8,
  "final_core_util_pct": 62.0,
  "period_minus_slack_ns": 2.28,
  "maxCapViolations": 0,
  "setup_viol": 0,
  "numCtsBuffers": 9,
  "dpl_cell_area_um2": 3230,
  "synth_seq_share_pct": 49.1,
  "slowest_stage": "clkdlybuf4s50_1",
  "hold_slack_ns": 0.465,
  "pin_count": 28,
  "status": "completed",
  "start_kind": "input pin",
  "cp-end-kind": "register",
  "die-height_um": 78.6,
  "final.setup.tns_ns": 0,
  "path_delay_family": "AND-OR/OR-AND gates",
  "ff_type": "dfxtp_1",
  "antenna_found_initial": 0,
  "dpl.cell_count": 401,
  "ys_ff": 72,
  "pre_cts_slack_ns": 1.42,
  "vias_per_cell": 5.41,
  "wl_per_cell_um": 12.9,
  "clk_latency_ns": 0.34,
  "p_leak_nw": 1.25,
  "largest_register_ff_count": 14,
  "drc": 0,
  "first_global_vias": 2052,
  "fp_util_pct": 52.6,
  "drive_above_1_share_pct": 5.80,
  "crit_path_max_fanout": 19,
  "cp.arrival_ns": 2.48,
  "routabilityCongestion": 0.814,
  "dpl.hpwl_um": 3590,
  "timing.critical_path.buf_inv": 1,
  "yosys_warnings": 3,
  "hold_path.class": "register to register",
  "power-per-cell-area_nw_per_um2": 411,
  "num_vias": 2258,
  "synthToLayoutAreaGrowth_pct": 17.9,
  "core-area_um2": 5570
}
[where the power goes]
part	internal [mW]	leakage [nW]	total, mW	switching (mW)
sequential	0.714	0.584	0.727	0.0130
combinational	0.0343	0.556	0.0694	0.0351
clock	0.349	0.112	0.624	0.274
total	1.10	1.25	1.42	0.323
[tightest hold or removal path: stages (launching register included)]
cell     delay (ns)
dfxtp_1        0.32
nand2_1        0.05
a21oi_1        0.06
[cell usage after synthesis, types with 2 or more instances]
cell type,count,area [um^2]
a211oi_1,8,60.1
a21oi_1,24,120
a22o_1,14,123
a22oi_1,5,37.5
a31oi_1,3,18.8
and2_1,4,25.0
and3_1,5,31.3
buf_2,4,20.0
buf_4,2,15.0
clkbuf_1,9,33.8
dfxtp_1,72,1440
ha_1,10,125
inv_1,3,11.3
mux2i_1,9,90.1
nand2_1,26,97.6
nand2b_1,9,56.3
nand3_1,11,55.1
nand4_1,6,37.5
nor2_1,40,150
nor2b_1,3,18.8
nor3_1,6,30.0
nor4_1,5,31.3
o21a_1,2,15.0
o21ai_0,8,40.0
o31ai_1,2,15.0
or3_1,2,12.5
xnor2_1,7,61.3
xor2_1,5,43.8
[logic make-up (layout without fill, tap and decap cells)]
| logic type | after synthesis | in the layout | share of synthesized area, % |
|---|---|---|---|
| xor+xnor | 12 | 12 | 3.58 |
| mux | 10 | 10 | 3.45 |
| simple gates | 123 | 123 | 20.6 |
| buf+inv | 19 | 47 | 2.86 |
| flops | 72 | 72 | 49.1 |
| compound gates | 71 | 71 | 16.1 |
| fa+ha+maj | 10 | 10 | 4.26 |
[final cells by class]
cell class | count | area [um^2]
clock buffer | 9 | 124
tap | 72 | 90.1
sequential | 72 | 1440
timing repair buffer | 28 | 278
clock inverter | 7 | 105
multi-input combinational | 226 | 1410
inverter | 3 | 11.3
fill | 501 | 2120
[per-layer routing]
layer	GRT usage [%]	vias to the layer above	share of wire [%]
li1	-	1189	-
met1	31.7	1034	52
met2	29.4	27	43
met3	3.07	8	2.7
met4	3.33	0	2.0
met5	0	-	0
[worst paths after layout]
kind,startpoint,to,cells after the start
worst max-delay path,rst,u_rx.state[0],3
worst min-delay path,u_rx.shift_reg[0],u_rx.shift_reg[0],2
worst max register to register,u_tx.state[1],u_tx.buffer[3],4
worst min register to register,u_rx.shift_reg[0],u_rx.shift_reg[0],2
Power figures rest on the tool's default switching activity, not on a simulated workload.
